--- run.sh ---
#!/bin/bash
# OpenROAD 26Q1-2900-gdf79404cd8, Yosys 0.63+post, stock flow scripts
make -C /OpenROAD-flow-scripts/flow DESIGN_CONFIG=/design/flow/config.mk WORK_HOME=/design/flow/orfs finish
--- config.mk ---
export PLATFORM = sky130hd
export DESIGN_NAME = calc
export DESIGN_NICKNAME = calc
export VERILOG_FILES = /design/flow/design.v
export SDC_FILE = /design/flow/constraint.sdc
export NUM_CORES = 4
export LEC_CHECK = 1
export CORE_UTILIZATION = 40
--- constraint.sdc ---
current_design calc

set clk_period 5.1
set clk_io_pct 0.2

create_clock -name clk0 -period $clk_period [get_ports {clk}]

set non_clock_inputs [all_inputs -no_clocks]
set_input_delay [expr $clk_period * $clk_io_pct] -clock clk0 $non_clock_inputs
set_output_delay [expr $clk_period * $clk_io_pct] -clock clk0 [all_outputs]
--- design.v ---
`timescale 1ns / 1ps
module calc(clk, rst, validIn, dataIn, ledOut);
input clk, rst, validIn;
input  [7:0] dataIn;
output reg [7:0] ledOut;
reg [1:0] state, stateNxt;
reg [7:0] number, numberNxt, ledOutNxt;
reg [2:0] operator, operatorNxt;
wire valid;
wire validClean;
reg validReg;
assign valid = validClean &!validReg; 
debounce dbc (.clk(clk), .rst(rst), .in(validIn), .out(validClean));  
always @(posedge clk) begin
	validReg   <= #1 validClean;     
	state      <= #1 stateNxt;
	number     <= #1 numberNxt;
	operator   <= #1 operatorNxt;
	ledOut     <= #1 ledOutNxt;
end
always @(*) begin
	stateNxt    = state;
	numberNxt   = number;
	operatorNxt = operator;
	ledOutNxt   = ledOut;
	if(rst) begin
		stateNxt    = 0;
		numberNxt   = 0;
		operatorNxt = 0;
		ledOutNxt   = 0;
	end else begin
		case(state)
			0: begin
				if(valid)begin
					numberNxt = dataIn;
					stateNxt = state+1;
					ledOutNxt = numberNxt;
				end
				else begin
					stateNxt = 0;
					ledOutNxt = ledOut;
				end
			end
			1: begin
				if(valid)begin
					operatorNxt = dataIn[2:0];
					if(operatorNxt == 3 || operatorNxt == 4 || operatorNxt == 5)begin
						stateNxt = 0;
						case(operatorNxt)
                            3: ledOutNxt = number * number;
                            4: ledOutNxt = number+1;
                            5: ledOutNxt = number-1;
                        endcase
					end
                    else begin
                        stateNxt = state + 1;
                        ledOutNxt = operatorNxt;
                    end
				end
			end
			2: begin
                if(valid)begin
                    numberNxt = dataIn;
                    case(operator)
                        0: ledOutNxt = number * numberNxt;
                        1: ledOutNxt = number + numberNxt;
                        2: ledOutNxt = number - numberNxt;
                    endcase
                    stateNxt = 0;
                end
			end	
		endcase
	end
end
endmodule
module debounce(in,clk,out,rst);
	input in,clk,rst;
	output reg out;
	parameter CNTSIZE = 2;
	reg infirstNext, in_r, infirst;
	reg state, stateNext;
	reg [CNTSIZE:0] cnt, cntNext;
	wire triger;
	always@(posedge clk) begin
		in_r <= #1 in;
		cnt <= #1 cntNext;
		state <= #1 stateNext;
		infirst <= #1 infirstNext;
	end
	always@(*)begin
		cntNext = cnt;
		stateNext = state;
		infirstNext = infirst;
		if(rst)begin
			stateNext = 0;
			cntNext = 0;
			infirstNext = 0;
		end else begin
			case(state)
				0: begin
					if(triger)begin
						stateNext = 1;
						infirstNext = in;
						cntNext = cnt + 1;
					end
				end
				1: begin
					if(cnt == 0)
						stateNext = 0;
					else
						cntNext = cnt + 1;
				end
			endcase
		end
	end
	always@(*)begin
		if(cnt!=0 || state == 1)
			out = infirst;
		else
			out = in;
	end
	assign triger = in_r^in;
endmodule
==> impl_metrics.json <==
{
  "pwr-share-clk_pct": 18.3,
  "initCoreUtil_pct": 41.1,
  "crit_path_end_kind": "flop",
  "skew_ns": 0.0101,
  "holdBufCountCts": 0,
  "grt_overflow_total": 0,
  "ys_chip_area_um2": 3760,
  "dp_cells": 584,
  "drcViolationCount": 0,
  "fin_ws_ns": 0.427,
  "synth_cell_types": 52,
  "clock_latency_ns": 0.28,
  "synth_area_um2": 3760,
  "tritoncts": "yes",
  "drt-total-wl_mm": 8.44,
  "cts_max_level": 1,
  "fmax_mhz": 214,
  "gp_congestion": 0.943,
  "power-per-cell-area_nw_per_um2": 240,
  "setup_tns_ns": 0,
  "first_iter_violations": 172,
  "synth-edff-count": 0,
  "worstSetupStartpointType": "input pin",
  "num-fill-cells": 873,
  "first_global_vias": 3088,
  "worstSetupPathType": "in2reg",
  "drtAntennaViolNets": 0,
  "r2r_end": "ledOut[7]",
  "die_x_um": 99.0,
  "io_buffers": 18,
  "root_buffer": "clkbuf_8",
  "reg2regPathDepth": 16,
  "crit_path_start": "dataIn[4]",
  "dp_hpwl_mm": 6.76,
  "yosys_cells": 460,
  "worstPathRequired_ns": 5.31,
  "yosysSeqAreaShare_pct": 14.9,
  "pre_cts_ws_ns": 0.110,
  "drv_cap": 0,
  "grt_start_max_net_pins": 29,
  "combPwrFrac_pct": 52.5,
  "synthCells": 460,
  "sequentialPowerShare_pct": 29.2,
  "rrSetupSlack_ns": 0.96,
  "grt_usage_pct": 19.5,
  "core_area_um2": 9150,
  "io_pins": 19,
  "rsz0062_at_grt": "false",
  "hold_path_depth": 2,
  "setup_viol": 0,
  "die_area_um2": 9790,
  "fin_util_pct": 45.4,
  "status": "finished clean",
  "fin_crit_ns": 4.67,
  "synth_flop_count": 28,
  "first_pass_iters": 4,
  "ys_warn_count": 2,
  "finalHoldViolations": 0,
  "cts_sinks": 28,
  "antenna_found_initial": 0,
  "worstMarginPinSlew_ns": 0.550,
  "wl_per_cell_um": 14.4,
  "fin_crit_sh_pct": 91.6,
  "antenna_cells": 0,
  "cts_resized": 0,
  "p_switching_w": 0.000394,
  "grt_pass1_wl_mm": 14.9,
  "instances_no_fill": 588,
  "fin_hold_ws_ns": 0.462,
  "hold_class": "reg2reg",
  "ys.flop_type": "dfxtp_1",
  "numCtsBuffers": 3,
  "reg2reg_from": "number[0]",
  "synth_area_per_cell_um2": 8.17,
  "via_per_inst": 5.21,
  "arrival_ns": 4.88,
  "drv_slew": 0,
  "maxSlewHeadroom_pct": 62.9,
  "crit_path_end": "ledOut[7]",
  "power.leakage_nw": 1.97,
  "post_cts_buffers": 0,
  "vdd_ir_drop_max_mv": 0.104,
  "clkTransAtPathRegs_ns": 0.11,
  "drive_gt1_share_pct": 5.87,
  "tool_warnings": 32,
  "crit_path_max_fanout": 5,
  "async_flop_share_pct": 0,
  "clockBufferDepth": 2,
  "die_h_um": 99.0,
  "vias": 3063,
  "rows": 35,
  "sw_frac_of_total_pct": 39.6,
  "internal_power_w": 0.000602,
  "syn2layout_area_growth_pct": 10.4
}
-- registers in the layout, indices dropped and copies added, names as in the netlist --
register     cells
number           8
dbc.state        1
dbc.in_r         1
ledOut           8
operator         3
dbc.cnt          3
dbc.infirst      1
validReg         1
state            2
-- per-layer routing --
layer  up-vias  global-route usage, %  wire length [um]
met1      1443                   29.3              4180
met4         0                   2.53                76
li1       1574                      -                 -
met2        38                   31.9              3960
met3         8                   2.38               233
met5         -                      0                 0
-- layout make-up --
type | instances | area [um2] | share of cell area (%)
Multi-Input combinational cell | 356 | 2880 | 69.4
Inverter | 57 | 214 | 5.15
Clock buffer | 3 | 41.3 | 0.994
Sequential cell | 28 | 561 | 13.5
Clock inverter | 1 | 30.0 | 0.723
Tap cell | 111 | 139 | 3.34
Timing Repair Buffer | 32 | 285 | 6.87
-- cell usage after synthesis, types with 3 or more instances --
library cell	count	area [um2]
xor2_1	10	87.6
buf_4	4	30.0
clkbuf_1	12	45.0
a31oi_1	4	25.0
nand2_1	42	158
a211oi_1	3	22.5
nor3_1	6	30.0
a211o_1	3	26.3
fa_1	22	440
a21oi_1	30	150
a21o_1	10	75.1
ha_1	52	651
nor2_1	40	150
xnor3_1	3	67.6
inv_1	57	214
nor2b_1	3	18.8
and2_1	23	144
nand3b_1	4	30.0
o21bai_1	3	22.5
xnor2_1	28	245
o21ai_0	20	100
mux2i_1	14	140
dfxtp_1	28	561
-- logic make-up after synthesis --
family                     share of synthesized area, %
xor gates and xnor gates                           10.6
AOI/OAI and AO/OA                                  16.2
DFF                                                14.9
muxes                                              4.03
adders and majority gates                          29.0
and+or+nand+nor                                    16.8
buffers and inverters                              8.42
-- power by group through the flow --
stage                 Combinational (W)  Sequential (W)  Clock [W]
after CTS                      0.000527        0.000292   0.000187
after global routing           0.000596        0.000298   0.000193
final                          0.000523        0.000291   0.000183
-- critical path, stage by stage --
cell and delay [ns]:
clkdlybuf4s50_1 0.55, nand2_1 0.11, fa_1 0.46, fa_1 0.54
inv_1 0.05, fa_1 0.46, fa_1 0.44, xnor2_1 0.20
xnor2_1 0.16, xnor3_1 0.34, xnor3_1 0.20, nand2_1 0.07
o211ai_1 0.09, a211oi_1 0.21
-- cells in the final DEF (no fill, tap or decap), types with 20 or more instances in the layout --
master   instances
and2_1          23
a21oi_1         30
ha_1            52
fa_1            22
xnor2_1         28
dfxtp_1         28
nand2_1         42
nor2_1          40
inv_1           57
o21ai_0         20
-- stage by stage --
| step | power (W) | area (um2) |
|---|---|---|
| after floorplan | 0.000669 | 3760 |
| after global placement | 0.000816 | 4080 |
| after detailed placement | 0.000820 | 4080 |
| after CTS | 0.00101 | 4150 |
| after global routing | 0.00109 | 4150 |
| final | 0.000996 | 4150 |
-- worst min path at each step --
stage,slack (ns),startpoint,end
4_1_cts,0.46,ledOut[2],ledOut[2]
6_report,0.46,ledOut[2],ledOut[2]
5_1_grt,0.51,ledOut[2],ledOut[2]
Power and IR drop assume default switching activity.
