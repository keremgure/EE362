[/design/flow/config.mk]
export PLATFORM = sky130hd
export DESIGN_NAME = display2_top
export DESIGN_NICKNAME = display2_top
export VERILOG_FILES = /design/flow/design.v
export SDC_FILE = /design/flow/constraint.sdc
export NUM_CORES = 4
export LEC_CHECK = 1
export CORE_UTILIZATION = 30
[/design/flow/constraint.sdc]
current_design display2_top

set clk_period 5.4
set clk_io_pct 0.2

create_clock -name clk0 -period $clk_period [get_ports {clk}]

set non_clock_inputs [all_inputs -no_clocks]
set_input_delay [expr $clk_period * $clk_io_pct] -clock clk0 $non_clock_inputs
set_output_delay [expr $clk_period * $clk_io_pct] -clock clk0 [all_outputs]
[/design/flow/design.v]
`timescale 1ns / 1ps
module SevenSegFourDigwithEnable(clk, rst, in, sevenSeg, anode);
input clk, rst;
input [19:0] in;
output [7:0] sevenSeg;
output reg [3:0] anode;
parameter SCWIDTH = 15;
reg [SCWIDTH:0] cnt, cntNext;
reg [4:0] inOneDig;
SevenSegOneDigwithEnable inst0(.in(inOneDig), .sevenSeg(sevenSeg));
always@(posedge clk) begin
	cnt <= cntNext;
end
always@(*) begin
	if(rst) begin
		cntNext = 0;
		anode = 4'b1111;
		inOneDig = 5'b11111;
	end else begin
		cntNext = cnt + 1;
		case(cnt[SCWIDTH:SCWIDTH-1])
			2'b00:begin
				inOneDig = in[19:15];
				anode = 4'b0111;
			end
			2'b01:begin
				inOneDig = in[14:10];
				anode = 4'b1011;
			end
			2'b10:begin
				inOneDig = in[9:5];
				anode = 4'b1101;
			end
			2'b11:begin
				inOneDig = in[4:0];
				anode = 4'b1110;
			end
		endcase
	end
end
endmodule
module SevenSegOneDigwithEnable(in, sevenSeg);
input [4:0] in;
output reg [7:0] sevenSeg;
always@(*) begin
	if(in[4])
		sevenSeg = 8'b11111111;         
	else begin
		case(in[3:0])
			0:  sevenSeg = 8'b00000011;   
			1:  sevenSeg = 8'b10011111;   
			2:  sevenSeg = 8'b00100101;   
			3:  sevenSeg = 8'b00001101;   
			4:  sevenSeg = 8'b10011001;   
			5:  sevenSeg = 8'b01001001;   
			6:  sevenSeg = 8'b01000001;   
			7:  sevenSeg = 8'b00011111;   
			8:  sevenSeg = 8'b00000001;   
			9:  sevenSeg = 8'b00001001;   
			10: sevenSeg = 8'b00010001;   
			11: sevenSeg = 8'b11000001;   
			12: sevenSeg = 8'b01100011;   
			13: sevenSeg = 8'b10000101;   
			14: sevenSeg = 8'b01100001;   
			15: sevenSeg = 8'b01110001;   
		endcase
	end
end
endmodule
`timescale 1ns / 1ps
module display2_top(clk, rst, dataIn, sevenSeg, anode);
input clk, rst;
input [7:0] dataIn;
output [3:0] anode;
output [7:0] sevenSeg;
parameter SCWIDTH = 15;
parameter RCWIDTH = 25;
wire [4:0] seg0, seg1, seg2, seg3;
wire en;
wire [2:0] state;
timer #(RCWIDTH) timer0(.clk(clk), .rst(rst), .en(en));
stateMachine stateMachine0(.clk(clk), .rst(rst), .en(en), .state(state));
SevenSegFourDigwithEnable #(SCWIDTH) SevenSegFourDigwithEnable0(.clk(clk), .rst(rst), .in({seg3, seg2, seg1, seg0}), .sevenSeg(sevenSeg), .anode(anode));
rotateDigit rotateDigit0(.in0({3'b000,dataIn[1:0]}), 
								 .in1({3'b000,dataIn[3:2]}), 
								 .in2({3'b000,dataIn[5:4]}), 
								 .in3({3'b000,dataIn[7:6]}), 
								 .in4(5'b10000), 
								 .in5(5'b10000), 
								 .in6(5'b10000), 
								 .state(state), 
								 .seg0(seg0), 
								 .seg1(seg1), 
								 .seg2(seg2), 
								 .seg3(seg3));
endmodule
`timescale 1ns / 1ps
module rotateDigit(in0, in1, in2, in3, in4, in5, in6, state, seg0, seg1, seg2, seg3);
input [4:0] in0, in1, in2, in3, in4, in5, in6;
input [2:0] state;
output reg [4:0] seg0, seg1, seg2, seg3;
always @* begin
	seg0 = 0;
	seg1 = 0;
	seg2 = 0;
	seg3 = 0;
	case(state)
		0:begin
			seg0 = in0;
			seg1 = in1;
			seg2 = in2;
			seg3 = in3;
		end
		1:begin
			seg0 = in1;
			seg1 = in2;
			seg2 = in3;
			seg3 = in4;
		end
		2:begin
			seg0 = in2;
			seg1 = in3;
			seg2 = in4;
			seg3 = in5;
		end
		3:begin
			seg0 = in3;
			seg1 = in4;
			seg2 = in5;
			seg3 = in6;
		end
		4:begin
			seg0 = in4;
			seg1 = in5;
			seg2 = in6;
			seg3 = in0;
		end
		5:begin
			seg0 = in5;
			seg1 = in6;
			seg2 = in0;
			seg3 = in1;
		end
		6:begin
			seg0 = in6;
			seg1 = in0;
			seg2 = in1;
			seg3 = in2;
		end
		default:begin
			seg0 = in0;
			seg1 = in1;
			seg2 = in2;
			seg3 = in3;
		end
	endcase
end
endmodule
`timescale 1ns / 1ps
module stateMachine(clk, rst, en, state);
input clk, rst, en;
output reg [2:0] state;
reg [2:0] stateNxt;
always @(posedge clk) begin
	state <= #1 stateNxt;
end
always @(*) begin
	stateNxt = state;
	if(rst)
		stateNxt = 0;
	else begin
		if(en)
			stateNxt = state+1;
	end
end
endmodule
`timescale 1ns / 1ps
module timer(clk, rst, en
    );
input clk, rst;
output en;
parameter RCWIDTH = 25;
reg [RCWIDTH-1:0] cnt, cntNext;
always@(posedge clk)begin
	cnt <= cntNext;
end
always@(*)begin
	if(rst)
		cntNext = 0;
	else
		cntNext = cnt + 1;
end
assign en = (cnt==0);
endmodule
[/design/flow/run.sh]
#!/bin/bash
# OpenROAD 26Q1-2900-gdf79404cd8, Yosys 0.63+post, stock flow scripts
make -C /OpenROAD-flow-scripts/flow DESIGN_CONFIG=/design/flow/config.mk WORK_HOME=/design/flow/orfs finish
==> flow_summary.json <==
{
  "setup_ws_ps": 839,
  "mostFrequentLayoutCell": "nor2_1",
  "die_x_um": 91.9,
  "worstMarginPinSlew_ps": 659,
  "final_util_pct": 36.4,
  "postSynthCellCount": 293,
  "ff_type": "dfxtp_1",
  "clkTransAtPathRegs_ps": 80,
  "nFillCells": 804,
  "swShare_pct": 24.7,
  "p_switching_uw": 185,
  "ff2ff_setup_slack_ps": 3420,
  "fmax_mhz": 219,
  "setup_tns_ps": 0,
  "cts_tree": "yes",
  "first_pass_iters": 4,
  "yosys-stat-area_um2": 2430,
  "wl_per_cell_um": 11.3,
  "regToRegStartpoint": "timer0.cnt[7]$_SDFF_PP0_",
  "worstHoldStart": "SevenSegFourDigwithEnable0.cnt[0]$_SDFF_PP0_",
  "cp.required_ps": 4320,
  "dpl.hpwl_um": 3240,
  "slew_headroom_pct": 55.9,
  "crit_path_end_kind": "output port",
  "clock-sinks": 44,
  "rsz0062_at_grt": "no",
  "synth_warnings": 5,
  "core-area_um2": 7770,
  "drive_above_1_share_pct": 7.12,
  "internal_power_uw": 563,
  "final.setup_skew_ps": 5.90,
  "cts_setup_buffers": 0,
  "netlist_area_um2": 2430,
  "top_cells_by_area": "dfxtp_1 (36%), xnor2_1 (7.2%), nor2_1 (7.1%)",
  "drt-total-wl_um": 4640,
  "edf_count": 0,
  "grt_pass1_wl_um": 8270,
  "vias_per_cell": 4.90,
  "period_needed_ps": 4560,
  "io_buffers": 20,
  "pre_cts_slack_ps": 927,
  "yosysTopAreaCell": "dfxtp_1",
  "numCtsBuffers": 5,
  "comb_area_um2": 1450,
  "ys_ff": 44,
  "hold_ws_ps": 452,
  "r2r_cells": 4,
  "seq_area_um2": 881,
  "placed_area_um2": 2700,
  "drv_slew": 0,
  "synth.distinct_cells": 53,
  "stdcell_area_um2": 2830,
  "rows": 32,
  "drtIter0Drc": 101,
  "drc": 0,
  "die_y_um": 91.9,
  "crit_path_max_fanout": 15,
  "layout_top_cells": "nor2_1 (46), dfxtp_1 (44), nand2_1 (23)",
  "chip_area_um2": 8450,
  "antenna_found_initial": 0,
  "setup_violations": 0,
  "hold_viol": 0,
  "leakagePower_nw": 0.988,
  "worstHoldEndpoint": "SevenSegFourDigwithEnable0.cnt[0]$_SDFF_PP0_",
  "syn_to_final_growth_pct": 16.6,
  "num_vias": 2014,
  "cts-resized-gates": 0,
  "period_used_pct": 84.5,
  "clock-root-buffer": "clkbuf_8",
  "start_kind": "register",
  "place.gp.congestion": 0.841,
  "grt_use_total_pct": 11.7,
  "pwr-share-comb_pct": 18.1,
  "power_density_nw_per_um2": 264,
  "pin_count": 22,
  "fp_util_pct": 31.2,
  "max-cap-violations": 0,
  "rr_endpoint": "timer0.cnt[17]$_SDFF_PP0_",
  "cts_max_path_buffers": 2,
  "status": "complete, no violations",
  "async_flop_share_pct": 0,
  "grt_max_degree": 39,
  "worstHoldPathType": "register to register",
  "criticalPathCategory": "register to output port",
  "grt-ovfl-total": 0,
  "whs_path_depth": 1,
  "insertion_delay_ps": 290,
  "peakVddDrop_v": 0.000110,
  "clock_power_share_pct": 36.0,
  "warnings": 29,
  "worst_ep_arrival_time_ps": 3480,
  "ctsHtreeMaxLevel": 2,
  "first_global_vias": 1854,
  "syn_area_per_cell_um2": 8.28,
  "seq_power_share_pct": 45.9,
  "ys_seq_share_pct": 36.3,
  "yosys_cells": 293,
  "antenna_cells": 0,
  "antenna_left": 0,
  "hold_buffers": 0,
  "yosysTopAreaCellShare_pct": 36.3
}
-- cells in the mapped netlist (all sizes together), types with 2 or more instances --
master / count
a22oi: 3
and3: 5
nor3: 10
nand3: 11
a21oi: 7
o21ai: 13
nand4: 9
nand2: 23
nor2b: 5
nand2b: 2
xnor2: 20
buf: 3
a221oi: 2
clkbuf: 10
o211ai: 2
dfxtp: 44
nand3b: 2
a21o: 2
or3: 5
and4: 3
inv: 10
mux2: 2
a22o: 2
a211oi: 2
or4: 2
xor2: 14
nor2: 46
nor4: 8
a41o: 2
ha: 8
-- how the worst max path moves through the flow --
stage | startpoint | to | slack (ps) | cells past startpoint
after CTS | stateMachine0.state[2]$_SDFFE_PP0N_ | sevenSeg[5] | 860 | 8
after global routing | stateMachine0.state[2]$_SDFFE_PP0N_ | sevenSeg[5] | 650 | 8
final | stateMachine0.state[2]$_SDFFE_PP0N_ | sevenSeg[5] | 840 | 8
-- worst max-delay path: stages (launching register included) --
cell and delay [ps]:
dfxtp_1 640, inv_1 270, ha_1 340, a2111oi_2 650
a21oi_1 140, a21o_1 200, o211ai_1 300, a21bo_2 180
clkdlybuf4s50_1 460
-- final cells by class --
type | instances | area share (%)
multi-input cells | 226 | 51.2
flip-flops and latches | 44 | 31.2
repair buffers | 21 | 7.35
well taps | 102 | 4.51
clock buffers | 7 | 3.41
inverters | 10 | 1.33
clock inverters | 1 | 1.06
-- layer usage --
| layer | global-route usage, % | wire [µm] |
|---|---|---|
| met1 | 17.5 | 2430 |
| met2 | 18.5 | 1950 |
| met3 | 2.03 | 242 |
| met4 | 1.30 | 16 |
| met5 | 0 | 0 |
-- power by group through the flow --
stage	registers [mW]	logic (mW)	clock network [mW]
after CTS	0.344	0.135	0.280
after global routing	0.345	0.153	0.293
final	0.343	0.135	0.269
-- cell families after synthesis --
logic type,synth area share (%)
buf+inv,4.02
fa+ha+maj,4.13
other cells,0.155
simple gates,29.7
compound gates,12.5
xor+xnor,12.3
flops,36.3
mux,0.928
-- registers in the layout, summed over array words and instances (netlist names) --
signal,flops
timer0.cnt,25
stateMachine0.state,3
SevenSegFourDigwithEnable0.cnt,16
-- stage by stage --
step	instances	total power, mW
global route	411	0.791
detailed placement	403	0.485
CTS	411	0.758
finish	411	0.748
floorplan	293	0.435
global placement	403	0.484
Power and IR drop assume default switching activity.
