--- ./run.sh ---
#!/bin/bash
# OpenROAD 26Q1-2900-gdf79404cd8, Yosys 0.63+post, stock flow scripts
make -C /OpenROAD-flow-scripts/flow DESIGN_CONFIG=/design/flow/config.mk WORK_HOME=/design/flow/orfs finish
--- ./config.mk ---
export PLATFORM = sky130hd
export DESIGN_NAME = knightRiderV2
export DESIGN_NICKNAME = knightRiderV2
export VERILOG_FILES = /design/flow/design.v
export SDC_FILE = /design/flow/constraint.sdc
export NUM_CORES = 4
export LEC_CHECK = 1
export CORE_UTILIZATION = 50
--- ./constraint.sdc ---
current_design knightRiderV2

set clk_period 5.2
set clk_io_pct 0.2

create_clock -name clk0 -period $clk_period [get_ports {clk}]

set non_clock_inputs [all_inputs -no_clocks]
set_input_delay [expr $clk_period * $clk_io_pct] -clock clk0 $non_clock_inputs
set_output_delay [expr $clk_period * $clk_io_pct] -clock clk0 [all_outputs]
--- ./design.v ---
`timescale 1ns / 1ps
module decoder(enc_dataIn,dataOut,counter);
parameter COUNT = 22'h3FFFFF;
input [23:0] counter;
input [2:0] enc_dataIn;
output reg [7:0] dataOut;
always@(*)begin
	dataOut = 0;
	if(counter == COUNT -1)begin
		case(enc_dataIn)
			3'b000: dataOut = 8'b0000_0001;
			3'b001: dataOut = 8'b0000_0010;
			3'b010: dataOut = 8'b0000_0100;
			3'b011: dataOut = 8'b0000_1000;
			3'b100: dataOut = 8'b0001_0000;
			3'b101: dataOut = 8'b0010_0000;
			3'b110: dataOut = 8'b0100_0000;
			3'b111: dataOut = 8'b1000_0000;
		endcase
	end
end
endmodule
`timescale 1ns / 1ps
module knightRiderV2(clk, rst,sw, dataOut);
input clk, rst;
input [7:0] sw;
output reg [7:0] dataOut;
reg [7:0] dataOutNxt;
reg [23:0] counter, counterNxt;
parameter COUNT = 24'hFFFFFF;  
wire [2:0] enc_dataOutLeft,enc_dataOutRight;
wire [7:0] dataOutLeft,dataOutRight;
wire zero = 0;
wire one = 1;
reg state,stateNxt;
rider #(COUNT) Rider1(clk,sw,rst,enc_dataOutLeft,zero,counter,state);
rider #(COUNT) Rider2(clk,sw,rst,enc_dataOutRight,one,counter,state);
decoder #(COUNT) rider1Decoder(enc_dataOutLeft,dataOutLeft,counter);
decoder #(COUNT) rider2Decoder(enc_dataOutRight,dataOutRight,counter);
always @(posedge clk) begin
	counter <= #1 counterNxt;
	dataOut <= #1 dataOutNxt;
	state <= #1 stateNxt;
end
always @(*) begin
	counterNxt = counter +1;
	stateNxt = state;
	dataOutNxt = dataOut;
	if(rst) begin
		counterNxt = 0;
		dataOutNxt = 0;
		stateNxt = 0;
	end
	else if(counter == COUNT -1) begin
		stateNxt = state +1;
		dataOutNxt = dataOutLeft | dataOutRight;
	end
end
endmodule
`timescale 1ns / 1ps
module rider(clk,sw,rst,dataOut,dir,counter,state);
parameter COUNT = 22'h3FFFFF;
input [23:0] counter;
input clk,rst,dir,state;
input [7:0] sw;
output reg [2:0] dataOut;
reg [2:0] dataOutNxt;
reg returning,returningNxt = 0;
always @(posedge clk)begin
	dataOut <= #1 dataOutNxt;
	returning <= #1 returningNxt;
end
always@(*)begin
	dataOutNxt = dataOut;
	returningNxt = returning;
	if(rst)begin
		dataOutNxt = (dir ? 0 : 7);
		returningNxt = 0;
	end
	else if(counter == COUNT -1)begin
		case(state)
			0: begin
				if(!returning)begin
					case(dataOut)
						7:returningNxt = dir || sw[7];
						6:returningNxt = sw[6];
						5:returningNxt = sw[5];
						4:returningNxt = sw[4];
						3:returningNxt = sw[3];
						2:returningNxt = sw[2];
						1:returningNxt = sw[1];
						0:returningNxt = !dir || sw[0];
					endcase  
				end else if(dataOut == 0 && dir)
					returningNxt = 0;
				else if(dataOut == 7 && !dir)
					returningNxt = 0;
			end  
			1: begin
				case(returning)
					0: dataOutNxt = (dir ? dataOut + 1 : dataOut - 1);
					1: dataOutNxt = (dir ? dataOut - 1 : dataOut + 1);
				endcase	 
			end  
		endcase  
	end  
end  
endmodule
==> impl_metrics.py <==
# Physical implementation metrics
metrics = {
    "sta": {
        "relSlewSlack_pct": 48.9,
        "layout_setup_ws_ns": 2.93,
        "timing.final.crit_share_pct": 43.7,
        "max_freq_mhz": 440,
        "tightest_slew_ns": 0.766,
        "fin_hold_ws_ns": 0.486,
        "finalHoldViolations": 0,
        "tns_ns": 0,
        "rsz0062_at_grt": "no",
        "fin_skew_ns": 0.00580,
        "period_minus_slack_ns": 2.27,
        "setup_viol": 0,
        "final_max_slew_viol_count": 0,
    },
    "yosys": {
        "top_cells_by_area": "dfxtp_1 (43%), ha_1 (7.1%), nor2_1 (6.8%)",
        "yosys.cell_types.count": 43,
        "ys_warn_count": 3,
        "ys_cells": 292,
        "syn-cell-area_sq_um": 2650,
        "avgSynthCellArea_sq_um": 9.07,
        "ys.flops": 57,
        "synthCells": 292,
        "synth_area_leader_cell": "dfxtp_1",
        "yosys-stat-area_sq_um": 2650,
        "ys_seq_share_pct": 43.1,
        "async_reset_ff_share_pct": 0,
        "synthFlopType": "dfxtp_1",
        "top_area_share_pct": 43.1,
        "edf_count": 0,
    },
    "routing": {
        "drtAntennaViolNets": 0,
        "top_layer_used": "met4",
        "wl_met3_um": 188,
        "first_iter_violations": 101,
        "drc_errors": 0,
        "via_per_inst": 5.39,
        "wl_met1_um": 2720,
        "vias": 2074,
        "drt_pass1_iterations": 4,
        "drt-total-wl_um": 5060,
        "wire_per_inst_um": 13.1,
        "wl_met2_um": 2100,
        "antenna-diode-count": 0,
    },
    "critical_path": {
        "crit_path_top_delay_cell": "and3_1",
        "setup.worst_path.start_class": "flop",
        "path_max_fanout": 21,
        "path_cells": "nand4_1 -> nor4_1 -> and3_1 -> a31oi_1 -> a311oi_1",
        "cp.required_ns": 5.45,
        "cp_data_arrival_time_ns": 2.52,
        "path_class": "reg2reg",
        "cp-end-kind": "flop",
        "slowest_delay_ns": 0.71,
    },
    "power_and_ir_drop": {
        "powerDensity_nw_per_um2": 289,
        "ir_worst_vdd_mv": 0.187,
        "leakagePower_nw": 1.12,
        "total_power_uw": 887,
    },
    "clock_network": {
        "clock-sinks": 57,
        "cts.hold.buffers_added": 0,
        "post_cts_buffers": 0,
        "clock_path_buffers": 2,
        "clock-root-buffer": "clkbuf_8",
        "tritoncts": "yes",
        "post_cts_resized": 0,
        "cts_made_buffers": 9,
        "clk_pin_slew_ns": 0.06,
        "htreeDepth": 3,
        "insertion_delay_ns": 0.33,
    },
    "placement": {
        "dp_cells": 369,
        "dpl-instance-area_sq_um": 2870,
        "dpl.hpwl_um": 3390,
        "place.gp.congestion": 0.830,
        "dp_slack_ns": 2.61,
        "port_buffers": 17,
    },
    "finish": {
        "postLayoutCellArea_sq_um": 3070,
        "final_core_util_pct": 60.2,
        "post_layout_nonfiller_instances": 385,
        "combGateArea_sq_um": 1420,
        "fillCellCount": 478,
        "drive_above_1_share_pct": 8.57,
        "register_area_sq_um": 1140,
        "syn2layout_area_growth_pct": 16.1,
    },
    "die": {
        "die-area_sq_um": 5590,
        "ios": 18,
        "die_h_um": 74.8,
        "fp_util_pct": 51.8,
        "num_rows": 26,
        "die_x_um": 74.8,
        "design.core.area_sq_um": 5110,
    },
    "outcome": {
        "outcome": "finished clean",
    },
    "job": {
        "cap_violations": 0,
        "warnings": 35,
    },
    "grt": {
        "grt_pass1_wl_um": 8340,
        "first_global_vias": 1826,
        "antenna_found_initial": 0,
        "grt_usage_pct": 20.0,
        "grt_max_degree": 58,
        "gr-total-overflow": 0,
    },
    "worst_hold_path": {
        "hp-class": "reg2reg",
    },
}
==> kinds of logic (layout without fill, tap and decap cells) <==
logic type / Yosys count / count (layout) / synth area share, %
AND-OR/OR-AND: 37 / 37 / 11.1
XOR/XNOR: 27 / 27 / 8.93
AND/OR/NAND/NOR: 130 / 130 / 24.7
buffers and inverters: 21 / 44 / 3.12
flip-flops: 57 / 57 / 43.1
adder cells (fa/ha/maj): 15 / 15 / 7.09
multiplexers: 5 / 5 / 1.98
==> path summary, 6_finish.rpt <==
path / cells past startpoint / startpoint / to / slack, ns
hold reg to reg: 2 / flop / dataOut[4] / 0.49
hold / removal: 2 / flop / dataOut[4] / 0.49
setup / recovery: 5 / counter[2] / Rider2.returning / 2.93
setup reg to reg: 5 / counter[2] / Rider2.returning / 2.93
==> synth_stat cells (all sizes together), types with 9 or more instances <==
master and n:
dfxtp 57, nor2 48, nand2 12, a211oi 14
nor4 9, ha 15, nand3 22, xnor2 12
clkbuf 9, xor2 15, inv 9, nor3 11
==> critical path: cells and delay by family, from the launching register on <==
| kind | cells | cell delay [ns] |
|---|---|---|
| simple gates | 3 | 1.34 |
| compound gates | 2 | 0.42 |
| flops | 1 | 0.42 |
==> metal layers <==
| metal | up-vias | global-route usage, % |
|---|---|---|
| li1 | 1076 | - |
| met1 | 953 | 31.7 |
| met2 | 41 | 29.3 |
| met3 | 4 | 4.88 |
| met4 | 0 | 2.31 |
| met5 | - | 0 |
==> final cells by class <==
type / instances / area share (%)
Clock buffer: 12 / 5.05
Clock inverter: 4 / 1.67
Inverter: 9 / 1.10
Multi-Input combinational cell: 214 / 46.3
Sequential cell: 57 / 37.1
Tap cell: 70 / 2.85
Timing Repair Buffer: 19 / 5.86
==> power by group <==
group,internal (mW),switching (mW)
sequential,0.439,0.00289
clock,0.247,0.178
combinational,0.00980,0.0110
==> cell usage in the layout, fill, tap and decap left out, types with 2 or more instances in the layout <==
cell type	n
a211oi_1	12
a211oi_2	2
a21oi_1	4
a221o_1	3
a222oi_1	2
a31oi_1	2
and3_1	6
and4_1	4
buf_4	2
clkbuf_8	11
clkdlybuf4s50_1	16
dfxtp_1	57
ha_1	15
inv_1	9
mux2_2	2
mux2i_1	3
nand2_1	12
nand3_1	22
nand4_1	5
nor2_1	48
nor2b_1	2
nor3_1	11
nor4_1	9
o21a_1	2
o21ai_0	2
o21bai_1	2
or4_1	2
xnor2_1	12
xor2_1	15
Power is estimated from default activity; no workload was simulated.
